### design/flow/config.mk
export PLATFORM = sky130hd
export DESIGN_NAME = cache_controller
export DESIGN_NICKNAME = cache_controller
export VERILOG_FILES = /design/flow/design.v
export SDC_FILE = /design/flow/constraint.sdc
export NUM_CORES = 4
export LEC_CHECK = 1
export CORE_AREA = 10 10 89 89
export DIE_AREA = 0 0 99 99
### design/flow/constraint.sdc
current_design cache_controller

set clk_period 2.1
set clk_io_pct 0.2

create_clock -name clk0 -period $clk_period [get_ports {clk}]

set non_clock_inputs [all_inputs -no_clocks]
set_input_delay [expr $clk_period * $clk_io_pct] -clock clk0 $non_clock_inputs
set_output_delay [expr $clk_period * $clk_io_pct] -clock clk0 [all_outputs]
### design/flow/design.v
module cache_controller(clk,reset,ld,st,addr,tag1_loaded,tag2_loaded,valid1,valid2,dirty1,dirty2,l2_ack,hit,miss,load_ready,write_l1,read_l2,write_l2);
	input clk,reset;
	input ld,st;                                          
	input [31:0]addr;                             
	input [20:0]tag1_loaded,tag2_loaded;                
	input valid1,valid2;        
	input dirty1,dirty2;   
	input l2_ack;                                     
	output hit,miss;                                 
	output reg load_ready;                         
	output reg write_l1;                               
	output reg read_l2;                                
	output reg write_l2;                              
	parameter Idle=2'b00;
	parameter CompareTag=2'b01;
	parameter WriteBuffer=2'b10;
	parameter Allocate=2'b11;
	reg [1:0]state;                                         
	reg [1:0]next_state;                              
	wire dirty;
	wire hit1,hit2;
	assign hit1=(tag1_loaded==addr[31:11]) & valid1;
	assign hit2=(tag2_loaded==addr[31:11]) & valid2;
	assign dirty= (hit1&dirty1) || (hit2 & dirty2);
	assign valid =(hit1&valid1) || (hit2 & valid2);
	assign hit = (ld||st) & (hit1||hit2);
	assign miss= ~hit;
	wire WB_ready;     
	reg count8;        
	  counter_n #(.n(8) , .counter_bits(3) )  counter8(
				.clk(clk),
				.r(count8),
				.en(write_l2),
				.co(WB_ready),
				.q());
	always@(posedge clk)
	begin
	if(reset)   state <= Idle;
	else
		state <= next_state  ;          
		case(state)
		Idle: begin 
					if(ld || st)	 next_state <= CompareTag;
					else next_state <= Idle;
				  end
		CompareTag: begin 
					if(hit)		next_state <= Idle;    
					else if ((ld & dirty) || st) 	begin	next_state <= WriteBuffer;   count8 <=1 ;end
					else begin  next_state <= Allocate;  	end
					end
		Allocate: begin
					if(l2_ack)  next_state <= CompareTag;  
					else next_state<= Allocate;            
				end
		WriteBuffer: begin
					if(WB_ready&st) next_state <= Allocate;    
					else  next_state <= Idle ;             
					end
		endcase
	end
	 always @ (posedge clk) 
    begin
      if(reset) begin 
	  next_state <= 2'b00;
			count8<=0;
			load_ready <=0;
			write_l1 <=0;  write_l2<=0;  read_l2<=0;
			end
      else if(state!=CompareTag) count8 <=0;
    end
  always @ (posedge clk) 
    begin  
		if((state==CompareTag)&hit&ld)  load_ready <= 1;
      else      load_ready <= 0;
    end
  always @ (posedge clk) 
    begin  
		if((state==CompareTag)&hit&st)  write_l1 <= 1;
      else      write_l1 <= 0;
    end
	  always @ (posedge clk) 
    begin 
		if(state==Allocate)
        begin   read_l2<=1;  
          if(l2_ack) read_l2<=0;    
        end
      else if(state==WriteBuffer)
        begin write_l2<=1;
			if(WB_ready) write_l2<=0;
		end
      else   {read_l2,write_l2}<=2'b0;
    end
endmodule
module counter_n(clk,r,en,co,q);
  parameter n=2;       
  parameter counter_bits=1;
  input clk,r,en;
  output co;
  output[counter_bits:1] q;
  reg[counter_bits:1] q=0;
	assign co=(q==(n-1))&&en;  
	always @(posedge clk)
	  begin 
	    if(r) q=0;     
		else if(en) 
		  begin 
		    if(q==(n-1)) q=0;
		    else q=q+1;
		  end
		else q=q;  	   
	  end
endmodule 
### design/flow/run.sh
#!/bin/bash
# OpenROAD 26Q1-2900-gdf79404cd8, Yosys 0.63+post, stock flow scripts
make -C /OpenROAD-flow-scripts/flow DESIGN_CONFIG=/design/flow/config.mk WORK_HOME=/design/flow/orfs finish
==> Flow_metrics.wiki <==
=== Synthesis and place and route ===
{| class="wikitable"
! Metric !! Value
|-
| Min-delay worst type || input pin to output port
|-
| Minimum clock period after layout || about 2000 ps
|-
| Power density cells || 165 mW/mm^2
|-
| Vias after detailed routing || 670
|-
| Post-CTS setup repair buffer count || 0
|-
| Wire length per cell || roughly 14 um
|-
| Cell row count || 28
|-
| Required time of the worst setup path || around 1700 ps
|-
| Post-synthesis area per instance || around 8 um^2
|-
| Final core area utilization || between 20% and 30%
|-
| Number of antenna violations at the first check in global routing || 1
|-
| Total of buffers placed on input and output ports || between 60 and 70
|-
| Number of top-level pins || just under 90
|-
| Core area || about 0.006 mm^2
|-
| Critical Path AT || between 1500 and 2000 ps
|-
| Hold Violations, Final || 0
|-
| Crit. End Element || output port
|-
| Total wire length after detailed routing || approximately 2900 um
|-
| DP Wirelength || about 2700 um
|-
| Top cell area share || 68.8%
|-
| Crit start category || input pin
|-
| Area of the mapped netlist || 509 um^2
|-
| Per-cell via count in the routed design || around 3.2
|-
| Share of the clock period used by the worst path || approximately 95%
|-
| Largest cells by area after synthesis || sky130_fd_sc_hd__xor2_1 69%, sky130_fd_sc_hd__nor4_1 12%, sky130_fd_sc_hd__buf_4 5.9%, sky130_fd_sc_hd__o2111ai_1 3.4%, sky130_fd_sc_hd__xnor2_1 3.4%
|-
| Number of max-capacitance violations reported || 0
|-
| Drt drc || 0
|-
| Category of the critical setup timing path || input pin to output port
|-
| Filler cells || 644
|-
| Tool warning count || roughly 43
|-
| Final setup slack of the worst path || ~100 ps
|-
| Core Density at Floorplan || 8.50%
|-
| Layout cells sized above 1 || a little over two fifths
|-
| Top achievable clock speed || about 500 MHz
|-
| Footprint of the multi-input gates || 689 um^2
|-
| All-layer global routing usage || under 10%
|-
| Total Neg Setup Slack || 0 ps
|-
| Finish-stage setup viols || 0
|-
| Tally of yosys warning messages || 14
|-
| Finished layout cell area || 0.00136 mm^2
|-
| Sequential cell area || 0 um^2
|-
| Hold slack || 1460 ps
|-
| Area figure in the yosys stat output || slightly above 500 um^2
|-
| Chip Height || 99 um
|-
| Biggest fanout along the worst timing path || 2
|-
| Worst setup slack after placement || -675 ps
|-
| Worst hold path cell count || 6
|-
| Count of cell types in the netlist || 9
|-
| Synth-to-layout area growth || 167%
|-
| Final GP Congestion || roughly 0.7
|-
| Pin count of the biggest net entering global routing || 3
|-
| Cell count after synthesis || approximately 63
|-
| Max-slew violation total from the final report || 0
|-
| Count of TritonRoute iterations in the first routing pass || 2
|-
| Full die area || 0.00980 mm^2
|-
| Number of standard cells reported by yosys || about 63
|-
| Cell type with the largest total area || sky130_fd_sc_hd__xor2_1
|-
| Hold Buf Count CTS || 0
|-
| Final ANT Viol Nets || 0
|-
| First DRT Iteration DRCs || 5
|-
| Seq cells || 0
|-
| Via count of the first global-routing pass || 886
|-
| Highest-count cells in the layout ignoring fill and taps || 25 x sky130_fd_sc_hd__xor2_1, 23 x sky130_fd_sc_hd__clkbuf_2, 17 x sky130_fd_sc_hd__dlygate4sd2_1
|-
| Global route total overflow || 0
|-
| Total cell area at the placement stage || roughly 0.0013 mm^2
|-
| Outcome || finished, final reports clean
|-
| Horizontal die size || ~99 um
|-
| Clock buffer instance count of the final layout || 0
|-
| VDD IR max || around 0.054 mV
|-
| First-pass GRT wire length || 4400 um
|-
| Leakage || just under 0.6 nW
|-
| Sequential share of the synthesized area || 0%
|-
| Most instantiated logic cell after routing || sky130_fd_sc_hd__xor2_1
|}
metal layers:
layer	track usage [%]	vias to the layer above	part of all wire [%]
li1	-	347	-
met1	6.81	277	43
met2	8.82	46	44
met3	2.96	0	13
met4	0	0	0
met5	0	-	0
worst max-delay path, stage by stage:
cell,delay [ps]
sky130_fd_sc_hd__clkdlybuf4s15_1,200
sky130_fd_sc_hd__xor2_1,160
sky130_fd_sc_hd__nor4_2,310
sky130_fd_sc_hd__nand4_1,160
sky130_fd_sc_hd__o22a_1,210
sky130_fd_sc_hd__buf_2,120
area by class of cell:
cell class	instances	area share, %
antenna	1	0.184
multi-input combinational	62	50.7
timing repair buffer	73	42.2
tap	75	6.91
per-stage QoR:
step / total power [mW] / std cells
after detailed placement: 0.226 / 210
after global routing: 0.246 / 211
after floorplan: 0.0631 / 66
final: 0.224 / 211
after global placement: 0.227 / 210
after CTS: 0.214 / 210
cells in the mapped netlist:
cell type / instances
sky130_fd_sc_hd__conb_1: 1
sky130_fd_sc_hd__buf_4: 4
sky130_fd_sc_hd__nor4_1: 10
sky130_fd_sc_hd__o2111ai_1: 2
sky130_fd_sc_hd__xnor2_1: 2
sky130_fd_sc_hd__nand4_1: 2
sky130_fd_sc_hd__xor2_1: 40
sky130_fd_sc_hd__o22a_1: 1
sky130_fd_sc_hd__o22ai_1: 1
kinds of logic after synthesis:
logic type | Yosys count | synth area share (%)
AND-OR/OR-AND | 4 | 6.39
other | 1 | 0.736
AND/OR/NAND/NOR | 12 | 14.7
buffers and inverters | 4 | 5.90
XOR/XNOR | 42 | 72.2
worst paths after layout:
path,end,slack (ps),startpoint
worst min-delay path,hit,1460,addr[21]
worst max-delay path,miss,100,addr[26]
where the power goes:
part	switching [mW]	total [mW]	leakage (nW)	internal (mW)
Clock	0	0.0000000636	0.00000634	0.0000000636
Sequential	0	0	0	0
Combinational	0.102	0.224	0.578	0.123
what timing repair did:
action | CTS | global route
setup endpoints to repair | 2 | 2
pin swaps | 26 | 33
resized | 97 | 69
Power figures rest on the tool's default switching activity, not on a simulated workload.
